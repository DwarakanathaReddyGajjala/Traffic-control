==> design.v <==
module traffic_controller (x, clk, highway, country, start);
input x, clk, start;
parameter s0 = 3'b000, s1 = 3'b001, s2 = 3'b010, s3 = 3'b011, s4 = 3'b100;
parameter red1 = 3'b100, yellow1 = 3'b010, green1 = 3'b001;
output reg [2:0] highway, country;
reg [2:0] state;
always @(posedge clk) begin
  if (start) begin
    case (state)
      s0: state <= x ? s1 : s0;    
      s1: state <= s2;            
      s2: state <= s3;            
      s3: state <= x ? s3 : s4;   
      s4: state <= s0;            
      default: state <= s0;
    endcase
  end
end
always @(state) begin
  case (state)
    s0: begin highway <= green1;  country <= red1;    end  
    s1: begin highway <= yellow1; country <= red1;    end  
    s2: begin highway <= red1;    country <= red1;    end  
    s3: begin highway <= red1;    country <= green1;  end  
    s4: begin highway <= red1;    country <= yellow1; end  
    default: begin highway <= green1; country <= red1; end
  endcase
end
endmodule
==> run.sh <==
#!/bin/bash
# OpenROAD 26Q1-2900-gdf79404cd8, Yosys 0.63+post, stock flow scripts
make -C /OpenROAD-flow-scripts/flow DESIGN_CONFIG=/design/flow/config.mk WORK_HOME=/design/flow/orfs finish
==> config.mk <==
export PLATFORM = sky130hd
export DESIGN_NAME = traffic_controller
export DESIGN_NICKNAME = traffic_controller
export VERILOG_FILES = /design/flow/design.v
export SDC_FILE = /design/flow/constraint.sdc
export NUM_CORES = 4
export LEC_CHECK = 1
export CORE_AREA = 10 10 70 70
export DIE_AREA = 0 0 80 80
==> constraint.sdc <==
current_design traffic_controller

set clk_period 1.8
set clk_io_pct 0.2

create_clock -name clk0 -period $clk_period [get_ports {clk}]

set non_clock_inputs [all_inputs -no_clocks]
set_input_delay [expr $clk_period * $clk_io_pct] -clock clk0 $non_clock_inputs
set_output_delay [expr $clk_period * $clk_io_pct] -clock clk0 [all_outputs]
==> flow_summary.ini <==
; yosys + openroad results
[placed_design]
port_buffers = 8
place_area_um2 = 325
place.gp.congestion = 0.700

[logic_synthesis]
synth_cell_type_count = 14
synth_area_um2 = 199
syn_inst = 21
seq_area_frac_synth = 0.553
yosys_cells = 21
synth_chip_area_um2 = 199
ys_warn_count = 1
numSynthFlops = 5
syn_avg_cell_area_um2 = 9.47

[global_routing]
first_global_vias = 158
antenna_found_initial = 0
grt_usage = 0.0135
grt_pass1_wl_um = 676
grt_max_degree = 10
grt_remaining_overflow = 0

[floorplan]
dieArea_um2 = 6400
die_w_um = 80
initCoreUtil = 0.0582
num_rows = 21
fp.dieH_um = 80
io_pins = 9
core_um2 = 3420

[critical_path]
arrival_ps = 1310
crit_family = simple AND/OR/NAND/NOR gates
path_max_fanout = 2
startpoint_type = flip-flop
cp_cell_sequence = or3_4, nor2_2, dlygate4sd2_1
cp_data_required_time_ps = 1440
crit_path_end_kind = output port
crit_type = reg2out
critical_path.slowest_cell = or3_4
crit_buf_inv = 1
slowest_delay_ps = 400

[detailed_routing]
drt_iter0_markers = 6
vias = 179
wirelength_um = 448
firstDrtPassIters = 2
drc = 0
n_antenna_cell = 0
wire_per_inst_um = 5.82
vias_per_cell = 2.32
drt.antenna.violating_nets = 0

[cells_and_area]
drive_above_1_share = 0.258
mostFrequentLayoutCell = clkdlybuf4s50_1
syn2layout_area_growth_pct = 79.9
fillers = 398
fin_area_um2 = 358
register_area_um2 = 111
multiInputGateArea_um2 = 70.1
lay_top_cells = clkdlybuf4s50_1 (6), clkbuf_4 (3), dfxtp_1 (3)

[clocking]
clkSinkCount = 5
postCtsHoldBufs = 0
path_clk_slew_ps = 40
worstSkewPairLatency_ps = 240
cts_buffers = 3
htreeDepth = 1
cts_tree = done
clock_path_buffers = 2
cts-root-buf = clkbuf_4

[run]
drv_cap = 0
warning_count = 25

[timing]
fin_crit_sh = 0.930
slew_viol_final = 0
finalSetupViolCount = 0
fin_setup_tns_ps = 0
clock_skew_ps = 2.26
timing.slew.headroom = 0.822
worst_slew_pin_slew_ps = 266
timing.fmax_ghz = 0.597
hold_viol_final = 0
period_needed_ps = 1670
hold_ws_ps = 470
rsz0062_at_grt = no

[pwr]
p_per_area_nw_per_um2 = 954
p_leak_nw = 0.128
ir_drop_uv = 134

[min_path]
worst_hold_path_type = reg2reg

[run_status]
status = finished clean
[final timing paths]
kind,from,to,slack [ps],cells past startpoint
worst max-delay path,flip-flop,highway[0],130,3
worst min-delay path,state[0],state[0],470,1
worst max register to register,flip-flop,state[4],930,2
worst min register to register,state[0],state[0],470,1
[Yosys cell counts]
master	n	area [um^2]
clkbuf_1	3	11.3
nand2b_1	1	6.26
nand3_1	1	5.00
dfxtp_1	4	80.1
edfxtp_1	1	30.0
nand2_1	2	7.51
nor2_1	1	3.75
a22o_1	1	8.76
or3_4	1	11.3
a22o_2	1	10.0
o22ai_1	1	6.26
inv_1	2	7.51
nor2_2	1	6.26
o21ai_0	1	5.00
[cell families after synthesis]
group / share of synthesized area
flops: 0.553
simple gates: 0.201
buf+inv: 0.0943
compound gates: 0.151
[layout make-up]
type,count,share of cell area
timing repair buffer,9,0.238
inverter,2,0.0210
multi-input combinational,11,0.196
tap,46,0.161
sequential,5,0.311
clock buffer,4,0.0734
[routing by layer]
metal  share of wire  vias up  track usage
met5               0        -            0
met4               0        0      0.00528
met3            0.21        0       0.0148
met2            0.34       10       0.0169
met1            0.44       80       0.0140
li1                -       89            -
[where the power goes]
group / internal, mW / switching (mW)
Sequential: 0.133 / 0.0144
Clock: 0.0837 / 0.0446
Combinational: 0.0503 / 0.0158
Total: 0.267 / 0.0747
[what timing repair did]
action,CTS,global route
hold endpoints to repair,0,0
resized,3,0
endpoints found under the setup margin,1,0
setup buffers,1,0
[stage by stage]
step | cells | power [mW] | setup slack, ps | util
3_3_place_gp | 72 | 0.216 | 183 | 0.0952
4_1_cts | 77 | 0.350 | 110 | 0.105
6_report | 77 | 0.342 | 126 | 0.105
5_1_grt | 77 | 0.363 | 45.7 | 0.105
2_1_floorplan | 21 | 0.170 | 696 | -
3_5_place_dp | 72 | 0.217 | 179 | 0.0952
Power figures rest on the tool's default switching activity, not on a simulated workload.
